**flow/design.v**
```verilog
`timescale 1ns/10ps
module SHIFT32(Y,D,S, LnR);
output [31:0] Y;
input [31:0] D;
input [31:0] S;
input LnR;
wire [31:0] barrel_res;
wire [25:0] or27res;
BARREL_SHIFTER32 barrel_shift(.Y(barrel_res),.D(D),.S(S[4:0]), .LnR(LnR));
genvar i;
or or_inst27(or27res[0], S[6], S[5]);
generate
for (i=7;i<32;i=i+1)
    begin
	or or_inst27(or27res[i-6], S[i], or27res[i-7]);
    end
endgenerate
MUX32_2x1 shift_select(.Y(Y), .I0(barrel_res), .I1(32'b0), .S(or27res[25]));
endmodule
module BARREL_SHIFTER32(Y,D,S, LnR);
output [31:0] Y;
input [31:0] D;
input [4:0] S;
input LnR;
wire [31:0] right_res;
wire [31:0] left_res;
SHIFT32_R right_shift(.Y(right_res),.D(D),.S(S));
SHIFT32_L left_shift(.Y(left_res),.D(D),.S(S));
MUX32_2x1 shift_select(.Y(Y), .I0(right_res), .I1(left_res), .S(LnR));
endmodule
module SHIFT32_R(Y,D,S);
output [31:0] Y;
input [31:0] D;
input [4:0] S;
wire [31:0] shifts [31:0];
genvar i;
generate
for (i=0;i<31;i=i+1)
    begin
	MUX32_2x1 mux_bshifter(.Y(shifts[0][i]), .I0(D[i]), .I1(D[i+1]), .S(S[0]));
    end
endgenerate
MUX32_2x1 mux_bshift(.Y(shifts[0][31]),.I0(D[31]), .I1(1'b0), .S(S[0]));
genvar j;
generate
for (j=0;j<32;j=j+1)
    begin
	if (j>=30)
	begin
	MUX32_2x1 mux_bshift2(.Y(shifts[1][j]),.I0(shifts[0][j]), .I1(1'b0), .S(S[1]));
	end
	else
	MUX32_2x1 mux_bshifter(.Y(shifts[1][j]),.I0(shifts[0][j]), .I1(shifts[0][j+2]), .S(S[1]));
    end
endgenerate
genvar k;
generate
for (k=0;k<32;k=k+1)
    begin
	if (k>=28)
	begin
	MUX32_2x1 mux_bshift4(.Y(shifts[2][k]),.I0(shifts[1][k]), .I1(1'b0), .S(S[2]));
	end
 	else   
	MUX32_2x1 mux_bshifter(.Y(shifts[2][k]),.I0(shifts[1][k]), .I1(shifts[1][k+4]), .S(S[2]));
    end
endgenerate
genvar l;
generate
for (l=0;l<32;l=l+1)
    begin
	if (l>=24)
	begin
	MUX32_2x1 mux_bshift8(.Y(shifts[3][l]),.I0(shifts[2][l]), .I1(1'b0), .S(S[3]));
	end
	else
	MUX32_2x1 mux_bshift4(.Y(shifts[3][l]),.I0(shifts[2][l]), .I1(shifts[2][l+8]), .S(S[3]));
    end
endgenerate
genvar m;
generate
for (m=0;m<32;m=m+1)
    begin
	if (m>=16)
	begin
	MUX32_2x1 mux_bshift11(.Y(shifts[4][m]),.I0(shifts[3][m]), .I1(1'b0), .S(S[4]));
	end
	else
	MUX32_2x1 mux_bshift4(.Y(shifts[4][m]),.I0(shifts[3][m]), .I1(shifts[3][m+16]), .S(S[4]));
    end
endgenerate
assign Y = {shifts[4][31:0]};
endmodule
module SHIFT32_L(Y,D,S);
output [31:0] Y;
input [31:0] D;
input [4:0] S;
wire [31:0] shifts [31:0];
wire mux_res;
genvar i;
MUX32_2x1 mux_bshift(.Y(shifts[0][0]),.I0(D[0]), .I1(1'b0), .S(S[0]));
generate
for (i=1;i<32;i=i+1)
    begin
	MUX32_2x1 mux_bshifter(.Y(shifts[0][i]), .I0(D[i]), .I1(D[i-1]), .S(S[0]));
    end
endgenerate
genvar j;
generate
for (j=0;j<32;j=j+1)
    begin
	if (j<=1)
	begin
	MUX32_2x1 mux_bshifter(.Y(shifts[1][j]), .I0(shifts[0][j]), .I1(1'b0), .S(S[1]));
	end
	else
	MUX32_2x1 mux_bshifter(.Y(shifts[1][j]),.I0(shifts[0][j]), .I1(shifts[0][j-2]), .S(S[1]));
    end
endgenerate
genvar k;
generate
for (k=0;k<32;k=k+1)
    begin
	if (k<=3)
	begin
	MUX32_2x1 mux_bshifter(.Y(shifts[2][k]),.I0(shifts[1][k]), .I1(1'b0), .S(S[2]));
	end
	else
	MUX32_2x1 mux_bshifter(.Y(shifts[2][k]),.I0(shifts[1][k]), .I1(shifts[1][k-4]), .S(S[2]));
    end
endgenerate
genvar l;
generate
for (l=0;l<32;l=l+1)
    begin
	if (l <=7)
	begin
	MUX32_2x1 mux_bshifter(.Y(shifts[3][l]),.I0(shifts[2][l]), .I1(1'b0), .S(S[3]));
	end
	else
	MUX32_2x1 mux_bshifter(.Y(shifts[3][l]),.I0(shifts[2][l]), .I1(shifts[2][l-8]), .S(S[3]));
    end
endgenerate
genvar m;
generate
for (m=0;m<32;m=m+1)
    begin
	if (m<=15)
	begin
	MUX32_2x1 mux_bshift11(.Y(shifts[4][m]),.I0(shifts[3][m]), .I1(1'b0), .S(S[4]));
	end
	else
	MUX32_2x1 mux_bshifter(.Y(shifts[4][m]),.I0(shifts[3][m]), .I1(shifts[3][m-16]), .S(S[4]));
    end
endgenerate
assign Y = {shifts[4][31:0]};
endmodule
module MUX32_32x1(Y, I0, I1, I2, I3, I4, I5, I6, I7,
                     I8, I9, I10, I11, I12, I13, I14, I15,
                     I16, I17, I18, I19, I20, I21, I22, I23,
                     I24, I25, I26, I27, I28, I29, I30, I31, S);
output [31:0] Y;
input [31:0] I0, I1, I2, I3, I4, I5, I6, I7;
input [31:0] I8, I9, I10, I11, I12, I13, I14, I15;
input [31:0] I16, I17, I18, I19, I20, I21, I22, I23;
input [31:0] I24, I25, I26, I27, I28, I29, I30, I31;
input [4:0] S;
wire [31:0] mux1;
wire [31:0] mux2;
wire [31:0] mux3;
MUX32_16x1 mux_inst1(.Y(mux1), .I0(I0), .I1(I1), .I2(I2), .I3(I3), .I4(I4), .I5(I5), .I6(I6), .I7(I7),
                     .I8(I8), .I9(I9), .I10(I10), .I11(I11), .I12(I12), .I13(I13), .I14(I14), .I15(I15), .S(S[3:0]));
MUX32_16x1 mux_inst2(.Y(mux2), .I0(I16), .I1(I17), .I2(I18), .I3(I19), .I4(I20), .I5(I21), .I6(I22), .I7(I23),
                     .I8(I24), .I9(I25), .I10(I26), .I11(I27), .I12(I28), .I13(I29), .I14(I30), .I15(I31), .S(S[3:0]));
MUX32_2x1 mux_inst3(.Y(Y), .I0(mux1), .I1(mux2), .S(S[4]));
endmodule
module MUX32_16x1(Y, I0, I1, I2, I3, I4, I5, I6, I7,
                     I8, I9, I10, I11, I12, I13, I14, I15, S);
output [31:0] Y;
input [31:0] I0;
input [31:0] I1;
input [31:0] I2;
input [31:0] I3;
input [31:0] I4;
input [31:0] I5;
input [31:0] I6;
input [31:0] I7;
input [31:0] I8;
input [31:0] I9;
input [31:0] I10;
input [31:0] I11;
input [31:0] I12;
input [31:0] I13;
input [31:0] I14;
input [31:0] I15;
input [3:0] S;
wire [31:0] mux1_S0;
wire [31:0] mux2_S0;
wire [31:0] mux3_S1;
MUX32_8x1 mux_inst1(.Y(mux1_S0), .I0(I0), .I1(I1), .I2(I2), .I3(I3), .I4(I4), .I5(I5), .I6(I6), .I7(I7), .S(S[2:0]));
MUX32_8x1 mux_inst2(.Y(mux2_S0), .I0(I8), .I1(I9), .I2(I10), .I3(I11), .I4(I12), .I5(I13), .I6(I14), .I7(I15), .S(S[2:0]));
MUX32_2x1 mux_inst3(.Y(Y), .I0(mux1_S0), .I1(mux2_S0), .S(S[3]));
endmodule
module MUX32_8x1(Y, I0, I1, I2, I3, I4, I5, I6, I7, S);
output [31:0] Y;
input [31:0] I0;
input [31:0] I1;
input [31:0] I2;
input [31:0] I3;
input [31:0] I4;
input [31:0] I5;
input [31:0] I6;
input [31:0] I7;
input [2:0] S;
wire [31:0] mux1_S0;
wire [31:0] mux2_S0;
wire [31:0] mux3_S1;
MUX32_4x1 mux_inst1(.Y(mux1_S0), .I0(I0), .I1(I1), .I2(I2), .I3(I3), .S(S[1:0]));
MUX32_4x1 mux_inst2(.Y(mux2_S0), .I0(I4), .I1(I5), .I2(I6), .I3(I7), .S(S[1:0]));
MUX32_2x1 mux_inst3(.Y(Y), .I0(mux1_S0), .I1(mux2_S0), .S(S[2]));
endmodule
module MUX32_4x1(Y, I0, I1, I2, I3, S);
output [31:0] Y;
input [31:0] I0;
input [31:0] I1;
input [31:0] I2;
input [31:0] I3;
input [1:0] S;
wire [31:0] mux1_S0;
wire [31:0] mux2_S0;
wire [31:0] mux3_S1;
MUX32_2x1 mux_inst1(.Y(mux1_S0), .I0(I0), .I1(I1), .S(S[0]));
MUX32_2x1 mux_inst2(.Y(mux2_S0), .I0(I2), .I1(I3), .S(S[0]));
MUX32_2x1 mux_inst3(.Y(Y), .I0(mux1_S0), .I1(mux2_S0), .S(S[1]));
endmodule
module MUX32_2x1(Y, I0, I1, S);
output [31:0] Y;
input [31:0] I0;
input [31:0] I1;
input S;
wire notS;
wire [31:0] and1;
wire [31:0] and2;
genvar i;
not not_int1b(notS, S);
generate
for(i=0; i<32; i=i+1)
  begin
   MUX1_2x1 mux2x1_inst32(.Y(Y[i]), .I0(I0[i]), .I1(I1[i]), .S(S));
  end
endgenerate
endmodule
module MUX1_2x1(Y,I0, I1, S);
output Y;
input I0, I1, S;
wire notS;
wire and1;
wire and2;
and and_1b_inst1(and1, I0, ~S);
and and_1b_inst2(and2, I1, S);
or or_1b_inst(Y, and1, and2);
endmodule
module MUX64_2x1(Y, I0, I1, S);
output [63:0] Y;
input [63:0] I0;
input [63:0] I1;
input S;
wire notS;
wire [63:0] and1;
wire [63:0] and2;
genvar i;
not not_int1b(notS, S);
generate
for(i=0; i<64; i=i+1)
  begin
   MUX1_2x1 mux2x1_inst32(.Y(Y[i]), .I0(I0[i]), .I1(I1[i]), .S(S));
  end
endgenerate
endmodule
```
**flow/run.sh**
```bash
#!/bin/bash
# OpenROAD 26Q1-2900-gdf79404cd8, Yosys 0.63+post, stock flow scripts
make -C /OpenROAD-flow-scripts/flow DESIGN_CONFIG=/design/flow/config.mk WORK_HOME=/design/flow/orfs finish
```
**flow/config.mk**
```make
export PLATFORM = sky130hd
export DESIGN_NAME = SHIFT32
export DESIGN_NICKNAME = SHIFT32
export VERILOG_FILES = /design/flow/design.v
export SDC_FILE = /design/flow/constraint.sdc
export NUM_CORES = 4
export LEC_CHECK = 1
export CORE_UTILIZATION = 30
```
**flow/constraint.sdc**
```tcl
current_design SHIFT32

set clk_period 4.3
set clk_io_pct 0.2

create_clock -name clk0 -period $clk_period

set non_clock_inputs [all_inputs -no_clocks]
set_input_delay [expr $clk_period * $clk_io_pct] -clock clk0 $non_clock_inputs
set_output_delay [expr $clk_period * $clk_io_pct] -clock clk0 [all_outputs]
```
==> results.py <==
# Flow results
metrics = {
    "synth": {
        "yosys_area_sq_um": 4427,
        "netlist_instances": 527,
        "netlist_area_sq_um": 4427,
        "synth_cell_types": 71,
        "yosysSeqAreaShare": 0,
        "synth_top_cell_by_count": "mux2i_1",
        "common_cells": "mux2i_1, mux4_2, nand2_1, nor2_1",
        "yosysWarnings": 2,
        "area_leaders": "mux4_2, mux2i_1, mux2_2",
        "ys_cells": 527,
        "yosysTopAreaCell": "mux4_2",
        "synthDominantCellAreaShare": 0.2289,
        "syn_area_per_cell_sq_um": 8.400,
    },
    "global_route": {
        "antenna_found_initial": 0,
        "grt_max_degree": 45,
        "track_usage": 0.2883,
        "grt-ovfl-total": 0,
        "grt_pass1_wl_mm": 30.81,
        "grt_pass1_vias": 4870,
    },
    "cells_and_area": {
        "drive_gt1_frac": 0.2944,
        "nFlopsAndLatches": 0,
        "nFillCells": 1434,
        "design_area_sq_um": 5811,
        "combGateArea_sq_um": 3847,
        "area_delta_synth_final_pct": 31.26,
        "final_util": 0.4013,
        "seq_area_sq_um": 0,
        "n_clock_buffer": 0,
    },
    "place": {
        "io_buffers": 97,
        "gp_congestion": 1.034,
        "post-place-ws_ps": 23.16,
        "placed_cell_area_sq_um": 5762,
        "dp_hpwl_mm": 17.38,
    },
    "timing": {
        "worst-slew-pin-transition_ps": 811.6,
        "fin_setup_tns_ps": 0,
        "fin_crit_ps": 4226,
        "timing.hold.ws_ps": 2767,
        "rsz0062_at_grt": "no",
        "relSlewSlack": 0.4569,
        "hold_violations": 0,
        "fin_crit_sh": 0.9828,
        "max_freq_mhz": 236.6,
        "setup_ws_ps": 73.87,
        "setup-violations-final": 0,
        "slew_viol_final": 0,
    },
    "drt": {
        "vias": 5181,
        "route.met2.wl_mm": 9.052,
        "met3_length_mm": 2.393,
        "diodes": 0,
        "avgViaCountPerCell": 6.404,
        "first_iter_violations": 473,
        "firstDrtPassIters": 5,
        "drc": 0,
        "top_layer": "met4",
        "drt_wl_total_mm": 21.11,
        "routedWlPerCell_um": 26.09,
        "ant_nets": 0,
        "wl_met1_mm": 8.927,
    },
    "power_and_ir_drop": {
        "peakVddDrop_mv": 0.07044,
        "powerDensity_nw_per_um2": 114.0,
        "leakage_uw": 0.002222,
    },
    "floorplanning": {
        "num_rows": 44,
        "chip_area_sq_um": 15250,
        "die_h_um": 123.5,
        "coreArea_sq_um": 14480,
        "fp_util": 0.3057,
        "ioPinCount": 97,
        "die_w_um": 123.5,
    },
    "run_status": {
        "status": "completed",
    },
    "worst_setup_path": {
        "criticalPathCategory": "primary input to primary output",
        "startpoint_type": "primary input",
        "required_ps": 3440,
        "arrival_ps": 3370,
        "end_kind": "primary output",
        "cp_max_fo": 6,
    },
    "run": {
        "warnings": 32,
        "maxCapViolCount": 0,
    },
    "hold_path": {
        "min_path_type": "primary input to primary output",
    },
}
critical path, stage by stage:
cell	delay [ps]
clkdlybuf4s50_1	460
buf_4	170
mux4_2	540
mux4_2	530
nor2_2	160
a2111oi_1	80
buf_4	160
clkdlybuf4s50_1	410
through the flow:
stage               power, uW  cells
CTS                     641.2    807
global placement        645.9    807
global route            696.3    809
finish                  662.7    809
detailed placement      638.5    807
floorplan               363.8    527
cells by family (layout without fill, tap and decap cells):
logic type,count (synthesis),count (layout),synth area share
AOI/OAI and AO/OA,141,141,0.2346
buffers and inverters,91,189,0.1326
muxes,139,139,0.4641
and+or+nand+nor,156,156,0.1687
per-layer routing:
layer / global-route usage / vias up
met2: 0.4298 / 342
met5: 0 / -
met3: 0.07533 / 45
met1: 0.4183 / 2510
li1: - / 2284
met4: 0.07455 / 0
path summary, 6_finish.rpt:
check,startpoint,endpoint,slack (ps),depth (start not counted)
setup / recovery,D[20],Y[27],70,8
hold / removal,S[1],Y[26],2770,7
area by class of cell:
class / count / share of cell area
Inverter: 8 / 0.006460
Multi-Input combinational cell: 436 / 0.6621
Tap cell: 184 / 0.03962
Timing Repair Buffer: 180 / 0.2909
Timing Repair inverter: 1 / 0.0008613
placed cells by master, fill, tap and decap left out, drive strengths merged, types with 8 or more instances in the layout:
cell type	instances
a31oi	8
buf	86
o22ai	13
a211o	10
nand2b	8
nand3	18
nor4	8
mux2	35
nor2	37
a221oi	8
a21oi	15
clkdlybuf4s50	87
mux2i	56
nand2	44
o21ai	24
nor3	10
nor2b	8
a22oi	11
mux4	48
what timing repair did:
| action | CTS | global route |
|---|---|---|
| buffers inserted | 0 | 1 |
| hold buffers | 0 | 0 |
| endpoints found under the setup margin | 0 | 15 |
| resized | 0 | 16 |
power by group:
part	total (uW)	switching, uW	internal, uW
Combinational	663	360	303
Clock	0	0	0
Sequential	0	0	0
No activity file was given, so power comes from the tool's default toggle rates.
