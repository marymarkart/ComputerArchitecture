## flow/run.sh

```bash
#!/bin/bash
# OpenROAD 26Q1-2900-gdf79404cd8, Yosys 0.63+post, stock flow scripts
make -C /OpenROAD-flow-scripts/flow DESIGN_CONFIG=/design/flow/config.mk WORK_HOME=/design/flow/orfs finish
```

## flow/config.mk

```make
export PLATFORM = sky130hd
export DESIGN_NAME = MUX32_32x1
export DESIGN_NICKNAME = MUX32_32x1
export VERILOG_FILES = /design/flow/design.v
export SDC_FILE = /design/flow/constraint.sdc
export NUM_CORES = 4
export LEC_CHECK = 1
export CORE_AREA = 10 10 408 408
export DIE_AREA = 0 0 418 418
```

## flow/constraint.sdc

```tcl
current_design MUX32_32x1

set clk_period 5.9
set clk_io_pct 0.2

create_clock -name clk0 -period $clk_period

set non_clock_inputs [all_inputs -no_clocks]
set_input_delay [expr $clk_period * $clk_io_pct] -clock clk0 $non_clock_inputs
set_output_delay [expr $clk_period * $clk_io_pct] -clock clk0 [all_outputs]
```

## flow/design.v

```verilog
module MUX32_32x1(Y, I0, I1, I2, I3, I4, I5, I6, I7,
                     I8, I9, I10, I11, I12, I13, I14, I15,
                     I16, I17, I18, I19, I20, I21, I22, I23,
                     I24, I25, I26, I27, I28, I29, I30, I31, S);
output [31:0] Y;
input [31:0] I0, I1, I2, I3, I4, I5, I6, I7;
input [31:0] I8, I9, I10, I11, I12, I13, I14, I15;
input [31:0] I16, I17, I18, I19, I20, I21, I22, I23;
input [31:0] I24, I25, I26, I27, I28, I29, I30, I31;
input [4:0] S;
wire [31:0] mux1;
wire [31:0] mux2;
wire [31:0] mux3;
MUX32_16x1 mux_inst1(.Y(mux1), .I0(I0), .I1(I1), .I2(I2), .I3(I3), .I4(I4), .I5(I5), .I6(I6), .I7(I7),
                     .I8(I8), .I9(I9), .I10(I10), .I11(I11), .I12(I12), .I13(I13), .I14(I14), .I15(I15), .S(S[3:0]));
MUX32_16x1 mux_inst2(.Y(mux2), .I0(I16), .I1(I17), .I2(I18), .I3(I19), .I4(I20), .I5(I21), .I6(I22), .I7(I23),
                     .I8(I24), .I9(I25), .I10(I26), .I11(I27), .I12(I28), .I13(I29), .I14(I30), .I15(I31), .S(S[3:0]));
MUX32_2x1 mux_inst3(.Y(Y), .I0(mux1), .I1(mux2), .S(S[4]));
endmodule
module MUX32_16x1(Y, I0, I1, I2, I3, I4, I5, I6, I7,
                     I8, I9, I10, I11, I12, I13, I14, I15, S);
output [31:0] Y;
input [31:0] I0;
input [31:0] I1;
input [31:0] I2;
input [31:0] I3;
input [31:0] I4;
input [31:0] I5;
input [31:0] I6;
input [31:0] I7;
input [31:0] I8;
input [31:0] I9;
input [31:0] I10;
input [31:0] I11;
input [31:0] I12;
input [31:0] I13;
input [31:0] I14;
input [31:0] I15;
input [3:0] S;
wire [31:0] mux1_S0;
wire [31:0] mux2_S0;
wire [31:0] mux3_S1;
MUX32_8x1 mux_inst1(.Y(mux1_S0), .I0(I0), .I1(I1), .I2(I2), .I3(I3), .I4(I4), .I5(I5), .I6(I6), .I7(I7), .S(S[2:0]));
MUX32_8x1 mux_inst2(.Y(mux2_S0), .I0(I8), .I1(I9), .I2(I10), .I3(I11), .I4(I12), .I5(I13), .I6(I14), .I7(I15), .S(S[2:0]));
MUX32_2x1 mux_inst3(.Y(Y), .I0(mux1_S0), .I1(mux2_S0), .S(S[3]));
endmodule
module MUX32_8x1(Y, I0, I1, I2, I3, I4, I5, I6, I7, S);
output [31:0] Y;
input [31:0] I0;
input [31:0] I1;
input [31:0] I2;
input [31:0] I3;
input [31:0] I4;
input [31:0] I5;
input [31:0] I6;
input [31:0] I7;
input [2:0] S;
wire [31:0] mux1_S0;
wire [31:0] mux2_S0;
wire [31:0] mux3_S1;
MUX32_4x1 mux_inst1(.Y(mux1_S0), .I0(I0), .I1(I1), .I2(I2), .I3(I3), .S(S[1:0]));
MUX32_4x1 mux_inst2(.Y(mux2_S0), .I0(I4), .I1(I5), .I2(I6), .I3(I7), .S(S[1:0]));
MUX32_2x1 mux_inst3(.Y(Y), .I0(mux1_S0), .I1(mux2_S0), .S(S[2]));
endmodule
module MUX32_4x1(Y, I0, I1, I2, I3, S);
output [31:0] Y;
input [31:0] I0;
input [31:0] I1;
input [31:0] I2;
input [31:0] I3;
input [1:0] S;
wire [31:0] mux1_S0;
wire [31:0] mux2_S0;
wire [31:0] mux3_S1;
MUX32_2x1 mux_inst1(.Y(mux1_S0), .I0(I0), .I1(I1), .S(S[0]));
MUX32_2x1 mux_inst2(.Y(mux2_S0), .I0(I2), .I1(I3), .S(S[0]));
MUX32_2x1 mux_inst3(.Y(Y), .I0(mux1_S0), .I1(mux2_S0), .S(S[1]));
endmodule
module MUX32_2x1(Y, I0, I1, S);
output [31:0] Y;
input [31:0] I0;
input [31:0] I1;
input S;
wire notS;
wire [31:0] and1;
wire [31:0] and2;
genvar i;
not not_int1b(notS, S);
generate
for(i=0; i<32; i=i+1)
  begin
   MUX1_2x1 mux2x1_inst32(.Y(Y[i]), .I0(I0[i]), .I1(I1[i]), .S(S));
  end
endgenerate
endmodule
module MUX1_2x1(Y,I0, I1, S);
output Y;
input I0, I1, S;
wire notS;
wire and1;
wire and2;
and and_1b_inst1(and1, I0, ~S);
and and_1b_inst2(and2, I1, S);
or or_1b_inst(Y, and1, and2);
endmodule
module MUX64_2x1(Y, I0, I1, S);
output [63:0] Y;
input [63:0] I0;
input [63:0] I1;
input S;
wire notS;
wire [63:0] and1;
wire [63:0] and2;
genvar i;
not not_int1b(notS, S);
generate
for(i=0; i<64; i=i+1)
  begin
   MUX1_2x1 mux2x1_inst32(.Y(Y[i]), .I0(I0[i]), .I1(I1[i]), .S(S));
  end
endgenerate
endmodule
```

==> results.yml <==
# implementation run metrics
power:
  finalPower_mw: 1.72
  peakVddDrop_mv: 0.0264
  p_leak_nw: 8.66
  power.density_nw_per_um2: 77.3
yosys:
  top_cell_area_share_pct: 56.1
  ys_sh_xor_pct: 0
  area_leaders: "mux2i_1, a22oi_1, a22o_1"
  fa_ha_area_share_pct: 0
  avgSynthCellArea_um2: 7.67
  syn_area_um2: 9130
  top_logic_kind: "multiplexers"
  netlist-cell-type-count: 20
  syn_inst: 1190
  top_cell: "mux2i_1"
  yosys.area.top_type: "mux2i_1"
  synth_warnings: 0
  simple_gate_share_pct: 11.5
  common_cells: "mux2i_1, nand2_1, a21oi_1, a22oi_1, nand3_1"
  aoi_share_pct: 21.5
  ys_chip_area_um2: 9130
  synth_seq_share_pct: 0
  ys_cells: 1190
  ys_sh_mux_pct: 56.1
clock_network:
  cts_resized: 0
  cts_setup_buffers: 0
  hold_buffers: 0
run:
  cap_viol_max_count: 0
  warning_count: 33
cells_and_area:
  clock_buffers: 0
  nFlopsAndLatches: 0
  syn2layout_area_growth_pct: 144
  comb_area_um2: 8160
  regArea_um2: 0
  fillerInstances: 18037
  drive_gt1_share_pct: 4.39
setup_path:
  required_ns: 4.72
  worstSetupPathType: "in -> out"
  crit_path_end_kind: "output pin"
  path_cells: "clkdlybuf4s50_1 -> and2_4 -> buf_12 -> buf_4 -> a21oi_1 -> a31oi_1 -> nand3_1 -> clkdlybuf4s50_1"
  crit_end: "Y[17]"
  critPathSlowestCell: "a31oi_1"
  critPathMaxFanout: 22
  critPathLaunchType: "input port"
  cpMostUsedCell: "clkdlybuf4s50_1"
  cpPeakStageDelay_ns: 0.63
  arrival_ns: 4.30
  crit_start: "S[0]"
routing:
  drt-initial-drc-count: 1307
  first_pass_iters: 5
  drc: 0
  finalWirelength_um: 133000
  final_antenna_net_count: 0
  wl_per_cell_um: 31.4
  via_per_inst: 3.42
  num_vias: 14562
worst_hold_path:
  hp-class: "in -> out"
floorplan:
  initCoreUtil_pct: 5.78
  die_y_um: 418
  chipArea_um2: 175000
  rows: 146
  core-area_um2: 158000
  die_w_um: 418
  ioPinCount: 1061
sta:
  hold_violations: 0
  finalCriticalPeriod_ns: 5.48
  finalMaxSlewViolations: 0
  rsz0062_at_grt: "false"
  setup_viol: 0
  max_freq_mhz: 182
  postLayoutSetupSlackWorst_ns: 0.420
  relSlewSlack_pct: 36.6
  tightestPinTransition_ns: 0.944
  setup_tns_ns: 0
  period_used_pct: 92.9
global_route:
  grt_pass1_wl_um: 163000
  track_usage_pct: 14.5
  grt_pass1_vias: 14888
  grt_antenna_before_repair: 107
  grt-ovfl-total: 0
  grt_max_degree: 60
place:
  gp_congestion: 1.02
  io_buffers: 1061
  place_ws_ns: 0.459
  dp_hpwl_um: 122000
status:
  status: "complete, no violations"
## per-layer routing
| metal | wire (um) | GRT usage (%) |
|---|---|---|
| met4 | 2270 | 1.80 |
| met1 | 50900 | 17.2 |
| met2 | 66600 | 25.4 |
| met3 | 13200 | 5.47 |
| met5 | 552 | 0 |
## layout make-up
| type | count | share of cell area [%] |
|---|---|---|
| antenna | 17 | 0.191 |
| timing repair buffer | 1134 | 51.4 |
| multi-input combinational | 1032 | 36.7 |
| tap | 2072 | 11.7 |
## cell usage in the layout, fill, tap and decap left out, drive strengths merged
| cell | instances |
|---|---|
| nand2b | 2 |
| clkdlybuf4s50 | 1047 |
| a22o | 64 |
| diode | 17 |
| or2 | 1 |
| nand2 | 97 |
| a21oi | 96 |
| and2b | 1 |
| nor2b | 1 |
| a22oi | 96 |
| mux2i | 512 |
| buf | 87 |
| nand3 | 96 |
| a31oi | 32 |
| and2 | 1 |
| nor3 | 32 |
| nor2 | 1 |
## report_power, final
part / internal [mW] / switching, mW
clock: 0.000000288 / 0
combinational: 0.965 / 0.753
sequential: 0 / 0
## how the worst min path moves through the flow
stage	start	end	slack [ns]	cells after the start
after CTS	I9[26]	Y[26]	3.21	6
after global routing	I9[26]	Y[26]	3.22	6
final	I9[26]	Y[26]	3.19	6
## critical path: cells and delay by family
family	cells	cell delay (ns)
buf+inv	4	1.62
compound gates	2	0.76
simple gates	2	0.68
## through the flow
step	hold slack, ns	instances	area (um2)	util [%]
after floorplan	2.66	1190	9130	-
after global placement	3.20	4238	22200	14.1
after detailed placement	3.21	4238	22200	14.1
after CTS	3.21	4238	22200	14.1
after global routing	3.22	4243	22200	14.1
final	3.19	4255	22200	14.1
## cells by family after synthesis
family                 count (synthesis)
AND-OR/OR-AND                        288
buffers and inverters                158
multiplexers                         512
AND/OR/NAND/NOR                      232
Power figures rest on the tool's default switching activity, not on a simulated workload.
